### design/flow/config.mk
export PLATFORM = sky130hd
export DESIGN_NAME = FIFO
export DESIGN_NICKNAME = FIFO
export VERILOG_FILES = /design/flow/design.v
export SDC_FILE = /design/flow/constraint.sdc
export NUM_CORES = 4
export LEC_CHECK = 1
export CORE_UTILIZATION = 50
### design/flow/constraint.sdc
current_design FIFO

set clk_period 5.8
set clk_io_pct 0.2

create_clock -name clk0 -period $clk_period [get_ports {clk}]

set non_clock_inputs [all_inputs -no_clocks]
set_input_delay [expr $clk_period * $clk_io_pct] -clock clk0 $non_clock_inputs
set_output_delay [expr $clk_period * $clk_io_pct] -clock clk0 [all_outputs]
### design/flow/design.v
module FIFO
#(
  parameter DEPTH=8,
  parameter DATA_WIDTH=8
)
(
  input  clk,
  input  rst_n,
  input  rden,
  input  wren,
  input  [DATA_WIDTH-1:0] i_data,
  output logic [DATA_WIDTH-1:0] o_data,
  output logic full,
  output logic empty
);
  logic [DATA_WIDTH-1:0] mem_array [0:DEPTH-1];
  logic [DEPTH-1:0] rd_ptr, wr_ptr;
  logic [DEPTH-1:0] curr_count;
  assign full = (curr_count == DEPTH);
  assign empty = (curr_count == 0);
  always @(posedge clk, negedge rst_n) begin
    if (!rst_n) begin
      rd_ptr <= 0;
      wr_ptr <= 0;
      curr_count <= 0;
    end else begin
      if (wren && !full) begin
        mem_array[wr_ptr] <= i_data;
        wr_ptr <= wr_ptr + 1;
        curr_count <= curr_count + 1;
      end
      if (rden && !empty) begin
        o_data <= mem_array[rd_ptr];
        rd_ptr <= rd_ptr + 1;
        curr_count <= curr_count - 1;
      end
    end
  end
endmodule
### design/flow/run.sh
#!/bin/bash
# OpenROAD 26Q1-2900-gdf79404cd8, Yosys 0.63+post, stock flow scripts
make -C /OpenROAD-flow-scripts/flow DESIGN_CONFIG=/design/flow/config.mk WORK_HOME=/design/flow/orfs finish
==> results_slide.txt <==
Flow Results at a Glance

Run status
  – Run status: completed

GRT
  – Vias in the first global route: 2006
  – Global-route wire length before repair: 11000 µm
  – All-Layer GR Usage: 21.1%
  – Gr ovfl total: 0
  – Initial antenna violation count: 0
  – Largest net degree at the start of global routing: 19

Critical path
  – Worst path bufs/invs: 3
  – Cell count along the critical path: 10
  – Worst R2R Path Depth: 5
  – CP Capture Type: flip-flop
  – Crit-path most repeated cell: inv_1
  – Required time worst endpoint: 6040 ps
  – CP Launch Type: primary input
  – Arr. time, crit path: 3360 ps
  – CP max-delay cell: clkdlybuf4s50_1
  – Worst path cell trace: clkdlybuf4s50_1, inv_1, a31o_2, inv_1, ha_1, a211oi_1, o21bai_1, a21oi_1, xnor2_1, mux2_2
  – Worst r2r dst: o_data[1]
  – R2R Path Start: rd_ptr[2]
  – Reg2reg setup slack: 3150 ps
  – CP top delay family: AND-OR/OR-AND gates
  – Worst path max stage delay: 500 ps
  – Crit-path max FO: 8
  – Setup Crit Path Kind: in2reg
  – Critical path launch point: rden

Clocking
  – Post-cts hold buffer count: 0
  – Clock tree buffer depth: 2
  – Inserted Clock Buffers: 9
  – Postcts setup bufs: 0
  – H-tree Lvls: 3
  – Clock sinks: 86
  – Root buffer cell: clkbuf_8
  – Clk ins delay skew pair: 350 ps
  – Resized cells post-CTS: 0
  – Clock transition at path regs: 80 ps
  – TritonCTS clock tree: done

Timing
  – Setup Skew: 7.91 ps
  – RSZ-0062 raised after global routing: no
  – Max Fclk: 320 MHz
  – Final Max Slew Viols: 0
  – Worst-Margin Slew: 681 ps
  – Relative slew margins: 54.6%
  – Minimum clock period: 3120 ps
  – Setup ws final: 2680 ps
  – Post-route setup TNS: 0 ps
  – Final hold violation count: 0
  – Final number of setup-violating endpoints: 0
  – Fin crit share: 53.8%
  – Smallest hold slack: 531 ps

Synthesis
  – Synthesized area: 3690 µm²
  – YS chip area: 3690 µm²
  – Distinct cells, synth: 42
  – Synth top cell by count: edfxtp_1
  – Area leader share: 58.5%
  – Ys flops: 86
  – Ys Warns: 2
  – Seq/Total Area, Yosys: 68.0%
  – Synth Flop Type: edfxtp_1
  – Post-synth EDFFs: 72
  – Synth cell count leaders: edfxtp_1, ha_1, nand2_1
  – Cells in synth_stat.txt: 247
  – Post-Syn Instances: 247
  – Async SR Flop Fraction: 16.3%
  – Area leader, netlist: edfxtp_1
  – Cell area leaders: edfxtp_1, dfrtp_1, ha_1, mux2_2, a222oi_1
  – Syn avg cell area: 15.0 µm²

Cells and area
  – Fill cells: 575
  – Final Util: 60.2%
  – Syn-to-layout area delta: 13.7%
  – Cell area after layout: 4200 µm²
  – Proportion of layout cells with a drive suffix above 1: 11.5%
  – Seq. cell area: 2510 µm²
  – Combinational Area: 1080 µm²

Pwr
  – Pwr Density: 463 nW/µm²
  – Pleak: 1.51 nW
  – Peak VDD IR: 0.000206 V

Die
  – Core outline area: 6980 µm²
  – I/O pins: 22
  – Die height: 88.0 µm
  – Die ar.: 7740 µm²
  – Row count: 30
  – Die Width: 88.0 µm
  – Floorplan core density: 52.9%

Route
  – Vias: 2081
  – Ant diodes: 0
  – Routed Wire Length: 6880 µm
  – Routed WL per cell: 18.4 µm
  – DRT iter0 DRCs: 86
  – Via density: 5.55
  – Antenna-violating nets left: 0
  – Residual DRC count: 0
  – DRT Pass-1 Iters: 5

Placement
  – Post-detail-place hpwl: 4540 µm
  – Cell Area, Placed: 4000 µm²
  – Pre-CTS setup slack: 2280 ps
  – Port bufs: 21
  – Gpl congestion: 0.885

Hold path
  – Min-delay src: curr_count[7]
  – Hold Path Class: reg2reg
  – Hold Crit Depth: 1
  – Hold Path Sink: curr_count[7]

Job
  – Tool warnings: 33
  – Max cap viols: 0
==> kinds of logic after synthesis <==
kind of cell	synth area share [%]
XOR/XNOR	1.66
AND/OR/NAND/NOR	6.57
AND-OR/OR-AND	11.4
multiplexers	2.98
buffers and inverters	2.74
flip-flops	68.0
adder cells (fa/ha/maj)	6.64
==> per-stage QoR <==
| stage | std cells | total power (W) |
|---|---|---|
| 6_report | 375 | 0.00194 |
| 5_1_grt | 375 | 0.00208 |
| 4_1_cts | 375 | 0.00196 |
| 3_5_place_dp | 359 | 0.00155 |
| 3_3_place_gp | 359 | 0.00154 |
| 2_1_floorplan | 247 | 0.00135 |
==> worst max-delay path by stage <==
stage	to	slack, ps
4_1_cts	curr_count[7]	2670
5_1_grt	curr_count[7]	2480
6_report	curr_count[5]	2680
==> routing by layer <==
| metal | part of all wire (%) | track usage, % | vias up |
|---|---|---|---|
| li1 | - | - | 1006 |
| met1 | 45 | 34.9 | 1003 |
| met2 | 46 | 30.4 | 67 |
| met3 | 8.2 | 8.78 | 5 |
| met4 | 0.84 | 2.09 | 0 |
| met5 | 0 | 0 | - |
==> cell type report <==
cell class                 count  share of cell area, %
clock buffer                  10                   3.04
clock inverter                 6                   1.70
inverter                      13                   1.16
multi-input combinational    139                   25.7
sequential                    86                   59.8
tap                           96                   2.86
timing repair buffer          25                   5.72
==> flip-flops by register name (all words and copies together), names as in the netlist <==
name        count
mem_array      64
rd_ptr          3
curr_count      8
o_data          8
wr_ptr          3
==> power breakdown <==
part / switching, W / total (W) / internal [W]
clock network: 0.000215 / 0.000418 / 0.000203
logic: 0.000347 / 0.000639 / 0.000292
registers: 0.0000910 / 0.000888 / 0.000797
total: 0.000653 / 0.00194 / 0.00129
==> placed cells by master (no fill, tap or decap), types with 4 or more instances in the layout <==
master / n
clkdlybuf4s50_1: 21
and2_1: 4
dfrtp_1: 14
o21ai_0: 7
nand2_1: 15
nor2_1: 13
a21oi_1: 9
clkbuf_8: 9
inv_1: 13
a222oi_1: 8
ha_1: 18
a221oi_1: 8
xnor2_1: 4
a31oi_1: 4
edfxtp_1: 72
mux2_2: 8
buf_4: 4
No activity file was given, so power comes from the tool's default toggle rates.
